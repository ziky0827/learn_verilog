[/design/flow/design.v]
module  ramdp
    #(  parameter       AWI     = 5 ,
        parameter       AWO     = 7 ,
        parameter       DWI     = 64 ,
        parameter       DWO     = 16
        )
    (
        input                   CLK_WR ,
        input                   WR_EN ,
        input [AWI-1:0]         ADDR_WR ,
        input [DWI-1:0]         D ,
        input                   CLK_RD ,
        input                   RD_EN ,
        input [AWO-1:0]         ADDR_RD ,
        output reg [DWO-1:0]    Q
     );
   parameter       EXTENT       = DWO/DWI ;
   parameter       EXTENT_BIT   = AWI-AWO > 0 ? AWI-AWO : 'b1 ;
   parameter       SHRINK       = DWI/DWO ;
   parameter       SHRINK_BIT   = AWO-AWI > 0 ? AWO-AWI : 'b1;
   genvar i ;
   generate
      if (DWO >= DWI) begin
         reg [DWI-1:0]         mem [(1<<AWI)-1 : 0] ;
         always @(posedge CLK_WR) begin
            if (WR_EN) begin
               mem[ADDR_WR]  <= D ;
            end
         end
         for (i=0; i<EXTENT; i=i+1) begin
            always @(posedge CLK_RD) begin
               if (RD_EN) begin
                  Q[(i+1)*DWI-1: i*DWI]  <= mem[(ADDR_RD*EXTENT) + i ] ;
               end
            end
         end
      end
      else begin
         reg [DWO-1:0]         mem [(1<<AWO)-1 : 0] ;
         for (i=0; i<SHRINK; i=i+1) begin
            always @(posedge CLK_WR) begin
               if (WR_EN) begin
                  mem[(ADDR_WR*SHRINK)+i]  <= D[(i+1)*DWO -1: i*DWO] ;
               end
            end
         end
         always @(posedge CLK_RD) begin
            if (RD_EN) begin
                Q <= mem[ADDR_RD] ;
            end
         end
      end
   endgenerate
endmodule
[/design/flow/run.sh]
#!/bin/bash
# OpenROAD 26Q1-2900-gdf79404cd8, Yosys 0.63+post, stock flow scripts
make -C /OpenROAD-flow-scripts/flow DESIGN_CONFIG=/design/flow/config.mk WORK_HOME=/design/flow/orfs finish
[/design/flow/config.mk]
export PLATFORM = sky130hd
export DESIGN_NAME = ramdp
export DESIGN_NICKNAME = ramdp
export VERILOG_FILES = /design/flow/design.v
export SDC_FILE = /design/flow/constraint.sdc
export NUM_CORES = 4
export LEC_CHECK = 1
export CORE_UTILIZATION = 50
[/design/flow/constraint.sdc]
current_design ramdp

set clk_period 8.2
set clk_io_pct 0.2

create_clock -name clk0 -period $clk_period [get_ports {CLK_RD}]
create_clock -name clk1 -period $clk_period [get_ports {CLK_WR}]

set non_clock_inputs [all_inputs -no_clocks]
set_input_delay [expr $clk_period * $clk_io_pct] -clock clk0 $non_clock_inputs
set_output_delay [expr $clk_period * $clk_io_pct] -clock clk0 [all_outputs]
==> flow_summary.yaml <==
# synthesis and place-and-route metrics
outcome:
  status: "finished clean"
worst_setup_path:
  crit_chain: "buf_8, buf_4, buf_4, mux4_2, mux4_2, mux4_2, mux2_2"
  r2r_start: "genblk1.mem[87][2]"
  path_class: "in2reg"
  cpMostUsedCell: "mux4_2"
  cp.required_ns: 8.29
  cp-end-kind: "register"
  reg2reg_to: "Q[2]"
  critPathSlowestCell: "buf_4"
  crit_cells: 7
  rrSetupSlack_ns: 5.26
  slowest_delay_ns: 0.61
  critPathMaxFanout: 49
  r2r_cells: 4
  cp-start-kind: "primary input"
  cp_num_buf_inv: 3
  critPathTopFamily: "multiplexers"
  critPathArrivalTime_ns: 5.12
placed_design:
  dp_cells: 5106
  place_area_um2: 82600
  place_congestion: 0.815
  io_buffers: 94
  dpl.hpwl_mm: 92.6
clocking:
  cts.clk_slew.worst_paths_ns: 0.13
  cts.hold.buffers_added: 0
  cts_tree: "built"
  cts_setup_buffers: 0
  cts_resized: 0
  cts_sinks: 2064
drt:
  wl_per_cell_um: 31.3
  drtPass1Iterations: 5
  drc: 0
  wl_mm: 172
  num_vias: 33400
  viasPerCell: 6.09
  drtAntennaViolNets: 0
  initialDrtViolationCount: 1908
cells_and_area:
  syn_to_final_growth_pct: 14.0
  stdcell_count: 5486
  fin_area_um2: 89100
  fillCellCount: 10500
  layout-drive-gt1-share: 0.344
synthesis:
  area_leaders: "edfxtp_1, mux4_2, clkbuf_1, buf_2, mux2_2"
  largest_area_cell: "edfxtp_1"
  syn_area_per_cell_um2: 26.4
  top_cells_by_count: "edfxtp_1, mux4_2, clkbuf_1"
  async_flop_share: 0
  yosys.cell_count.top_type: "edfxtp_1"
  synth.cell_area_um2: 78200
  synthFlopType: "edfxtp_1"
  synth-seq-area-share: 0.793
  edf_count: 2064
  ys.flops: 2064
  synth_chip_area_um2: 78200
  top_area_frac: 0.793
  synth.distinct_cells: 16
  ys_cells: 2956
  yosys_warnings: 1
  syn_inst: 2956
global_routing:
  grt_pass1_vias: 39200
  overflow: 0
  grt_max_degree: 105
  track_usage: 0.258
  grt_pass1_wl_mm: 255
  antenna_found_initial: 3
floorplan:
  die_area_um2: 158000
  chipWidth_um: 397
  core_area_um2: 155000
  initial_core_util: 0.506
  pin_count: 96
  die_y_um: 397
  rows: 144
final_timing:
  drv_slew: 0
  rsz0062_at_grt: "no"
  finalHoldViolations: 0
  finalSetupViolations: 0
  max-slew-margin-rel: 0.463
  hold_ws_ns: 1.65
  tns_ns: 0
  tightest_slew_ns: 0.805
min_path:
  whs_endpoint: "Q[15]"
  min-delay-start: "genblk1.mem[88][15]"
  hold-path-cell-count: 4
  worstHoldPathType: "reg2reg"
power_and_ir_drop:
  power_mw: 22.0
  power_leakage_nw: 27.5
  peakVddDrop_mv: 0.216
  p_per_area_nw_per_um2: 246
job:
  tool_warnings: 30
  maxCapViolations: 0
==> logic make-up (layout without fill, tap and decap cells) <==
logic type | after synthesis | count (layout) | share of synthesized area
simple gates | 49 | 49 | 0.00293
other cells | 0 | 6 | 0
mux | 688 | 688 | 0.196
buf+inv | 155 | 635 | 0.00839
flops | 2064 | 2064 | 0.793
==> metrics by stage <==
step / worst slack [ns] / util
final: 3.17 / 0.577
after global routing: 2.89 / 0.577
after CTS: 3.07 / 0.577
after detailed placement: 2.73 / 0.534
after global placement: 2.75 / 0.534
after floorplan: 1.17 / -
==> worst max path at each step <==
stage         slack, ns     to       start
global route       2.89  Q[10]  ADDR_RD[0]
CTS                3.07  Q[10]  ADDR_RD[0]
finish             3.17  Q[10]  ADDR_RD[0]
==> report_power, final <==
group          internal, mW  switching, mW  total (mW)
clock network          5.22           3.87        9.09
registers              11.8         0.0455        11.8
logic                 0.494          0.575        1.07
total                  17.5           4.49        22.0
==> layer usage <==
metal | vias up | track usage | share of wire
met1 | 17200 | 0.337 | 0.31
li1 | 13800 | - | -
met5 | - | 0.0160 | 0.0021
met4 | 10 | 0.0370 | 0.017
met3 | 215 | 0.222 | 0.19
met2 | 2250 | 0.362 | 0.48
==> sequential cells by signal, summed over array words and instances, names as in the netlist <==
name,flops
genblk1.mem,2048
Q,16
==> placed cells by master (no fill, tap or decap), drive strengths merged, types with 3 or more instances in the layout <==
| master | netlist | layout |
|---|---|---|
| buf | 75 | 174 |
| bufinv | 0 | 17 |
| clkbuf | 80 | 246 |
| clkdlybuf4s50 | 0 | 87 |
| clkinv | 0 | 99 |
| clkinvlp | 0 | 6 |
| diode | 0 | 6 |
| edfxtp | 2064 | 2064 |
| inv | 0 | 6 |
| mux2 | 16 | 16 |
| mux4 | 672 | 672 |
| nand2 | 3 | 3 |
| nand2b | 4 | 4 |
| nor2 | 26 | 26 |
| nor3 | 8 | 8 |
==> worst register-to-register path, stage by stage (launching register included) <==
cell,delay [ns]
edfxtp_1,0.36
mux4_2,0.50
mux4_2,0.52
mux4_2,0.49
mux2_2,0.32
==> cell type report <==
cell class / instances / area [um2] / area share
Antenna cell: 6 / 15.0 / 0.000168
Clock buffer: 246 / 5410 / 0.0607
Clock inverter: 128 / 1100 / 0.0123
Multi-Input combinational cell: 737 / 15800 / 0.177
Sequential cell: 2064 / 62000 / 0.695
Tap cell: 2044 / 2560 / 0.0287
Timing Repair Buffer: 261 / 2310 / 0.0259
